<file path="/design/flow/config.mk">
export PLATFORM = sky130hd
export DESIGN_NAME = arp_reply
export DESIGN_NICKNAME = arp_reply
export VERILOG_FILES = /design/flow/design.v
export SDC_FILE = /design/flow/constraint.sdc
export NUM_CORES = 4
export LEC_CHECK = 1
export CORE_UTILIZATION = 30
export SYNTH_MEMORY_MAX_BITS = 65536
</file>
<file path="/design/flow/run.sh">
#!/bin/bash
# OpenROAD 26Q1-2900-gdf79404cd8, Yosys 0.63+post, stock flow scripts
make -C /OpenROAD-flow-scripts/flow DESIGN_CONFIG=/design/flow/config.mk WORK_HOME=/design/flow/orfs finish
</file>
<file path="/design/flow/design.v">
`timescale 1 ns / 1 ps
module arp_reply #(
  parameter AXIS_DATA_WIDTH   = 512,
  parameter AXIS_TUSER_WIDTH  = 256,
  parameter [47:0] MAC_ADDR_0 = 48'hDA_02_03_04_05_00,
  parameter [47:0] MAC_ADDR_1 = 48'hDA_02_03_04_05_01,
  parameter [47:0] MAC_ADDR_2 = 48'hDA_02_03_04_05_02,
  parameter [47:0] MAC_ADDR_3 = 48'hDA_02_03_04_05_03,
  parameter [31:0] IP_ADDR_0  = 32'hC0_A8_01_0a,
  parameter [31:0] IP_ADDR_1  = 32'hC0_A8_01_0b,
  parameter [31:0] IP_ADDR_2  = 32'hC0_A8_01_0c,
  parameter [31:0] IP_ADDR_3  = 32'hC0_A8_01_0d
)
(
  input  wire                           axis_aclk,
  input  wire                           axis_resetn,
  input  wire [AXIS_DATA_WIDTH - 1:0]   s_axis_tdata,
  input  wire [AXIS_DATA_WIDTH/8 - 1:0] s_axis_tkeep,
  input  wire [AXIS_TUSER_WIDTH - 1:0]  s_axis_tuser,
  input  wire                           s_axis_tvalid,
  output wire                           s_axis_tready,
  input  wire                           s_axis_tlast,
  output wire [AXIS_DATA_WIDTH - 1:0]   m_axis_tdata,
  output wire [AXIS_DATA_WIDTH/8 - 1:0] m_axis_tkeep,
  output wire [AXIS_TUSER_WIDTH - 1:0]  m_axis_tuser,
  output wire                           m_axis_tvalid,
  input  wire                           m_axis_tready,
  output wire                           m_axis_tlast
);
  localparam [15:0] TYPE_ARP = 16'h0806;
  localparam [47:0] BROADCAST_MAC_ADDR = 48'hFF_FF_FF_FF_FF_FF;
  localparam [15:0] OPER_RQST = 16'h1;
  localparam [0:0] HEADER = 0, PAYLOAD = 1;
  reg  state = HEADER;
  wire we;
  wire valid;
  wire [AXIS_DATA_WIDTH - 1:0]   i_axis_tdata;
  wire [AXIS_DATA_WIDTH/8 - 1:0] i_axis_tkeep;
  wire [AXIS_TUSER_WIDTH-1:0]    i_axis_tuser;
  wire                           i_axis_tvalid;
  wire                           i_axis_tready;
  wire                           i_axis_tlast;
  reg  [AXIS_DATA_WIDTH - 1:0]   o_axis_tdata;
  wire [AXIS_DATA_WIDTH/8 - 1:0] o_axis_tkeep;
  wire [AXIS_TUSER_WIDTH-1:0]    o_axis_tuser;
  wire                           o_axis_tvalid;
  wire                           o_axis_tready;
  wire                           o_axis_tlast;
  wire [47:0] dest_mac_addr;   
  wire [47:0] src_mac_addr;    
  wire [15:0] type;            
  wire [15:0] htype;           
  wire [15:0] ptype;           
  wire  [7:0] hlen;            
  wire  [7:0] plen;            
  wire [15:0] oper;            
  wire [47:0] sha;             
  wire [31:0] spa;             
  wire [47:0] tha;             
  wire [31:0] tpa;             
  axis_lut_fifo #(
    .AXIS_DATA_WIDTH  (AXIS_DATA_WIDTH),
    .AXIS_TUSER_WIDTH (AXIS_TUSER_WIDTH),
    .ADDR_WIDTH       (2)
  )
  axis_lut_fifo_pre (
    .aclk   (axis_aclk),
    .resetn (axis_resetn),
    .write_tdata  (s_axis_tdata ),
    .write_tkeep  (s_axis_tkeep ),
    .write_tuser  (s_axis_tuser ),
    .write_tvalid (s_axis_tvalid),
    .write_tlast  (s_axis_tlast ),
    .write_tready (s_axis_tready),
    .read_tdata   (i_axis_tdata ),
    .read_tkeep   (i_axis_tkeep ),
    .read_tuser   (i_axis_tuser ),
    .read_tvalid  (i_axis_tvalid),
    .read_tlast   (i_axis_tlast ),
    .read_tready  (i_axis_tready)
  );
  axis_lut_fifo #(
    .AXIS_DATA_WIDTH  (AXIS_DATA_WIDTH),
    .AXIS_TUSER_WIDTH (AXIS_TUSER_WIDTH),
    .ADDR_WIDTH (2)
  )
  axis_lut_fifo_post (
    .aclk   (axis_aclk),
    .resetn (axis_resetn),
    .write_tdata  (o_axis_tdata ),
    .write_tkeep  (o_axis_tkeep ),
    .write_tuser  (o_axis_tuser ),
    .write_tvalid (o_axis_tvalid),
    .write_tlast  (o_axis_tlast ),
    .write_tready (o_axis_tready),
    .read_tdata   (m_axis_tdata ),
    .read_tkeep   (m_axis_tkeep ),
    .read_tuser   (m_axis_tuser ),
    .read_tvalid  (m_axis_tvalid),
    .read_tlast   (m_axis_tlast ),
    .read_tready  (m_axis_tready)
  );
  assign valid = (type == TYPE_ARP && oper == OPER_RQST
                && (dest_mac_addr == BROADCAST_MAC_ADDR
                  || dest_mac_addr == MAC_ADDR_0
                  || dest_mac_addr == MAC_ADDR_1
                  || dest_mac_addr == MAC_ADDR_2
                  || dest_mac_addr == MAC_ADDR_3)
                && (tpa == IP_ADDR_0
                  || tpa == IP_ADDR_1
                  || tpa == IP_ADDR_2
                  || tpa == IP_ADDR_3));
  assign we = ((state == HEADER && valid) || state == PAYLOAD);
  assign o_axis_tkeep  = i_axis_tkeep;
  assign o_axis_tvalid = i_axis_tvalid & we;
  assign o_axis_tlast  = i_axis_tlast;
  assign i_axis_tready = o_axis_tready;
  assign o_axis_tuser =
    {i_axis_tuser[255:160], i_axis_tuser[151:144], i_axis_tuser[151:144], i_axis_tuser[143:128],
     i_axis_tuser[127: 32], i_axis_tuser[ 23: 16], i_axis_tuser[ 23: 16], i_axis_tuser[ 15:  0]};
  always @(posedge axis_aclk) begin
    if (!axis_resetn)
      state <= HEADER;
    else begin
      if (i_axis_tready && i_axis_tvalid) begin
        if (i_axis_tlast)
          state <= HEADER;
        else
          if (we) state <= PAYLOAD;
      end
    end
  end
  assign dest_mac_addr =
    {
      i_axis_tdata [  7:  0],
      i_axis_tdata [ 15:  8],
      i_axis_tdata [ 23: 16],
      i_axis_tdata [ 31: 24],
      i_axis_tdata [ 39: 32],
      i_axis_tdata [ 47: 40]
    };
  assign src_mac_addr =
    {
      i_axis_tdata [ 55: 48],
      i_axis_tdata [ 63: 56],
      i_axis_tdata [ 71: 64],
      i_axis_tdata [ 79: 72],
      i_axis_tdata [ 87: 80],
      i_axis_tdata [ 95: 88]
    };
  assign type =
    {
      i_axis_tdata [103: 96],
      i_axis_tdata [111:104]
    };
  assign htype =
    {
      i_axis_tdata [119:112],
      i_axis_tdata [127:120]
    };
  assign ptype =
    {
      i_axis_tdata [135:128],
      i_axis_tdata [143:136]
    };
  assign hlen = i_axis_tdata [151:144];
  assign plen = i_axis_tdata [159:152];
  assign oper =
    {
      i_axis_tdata [167:160],
      i_axis_tdata [175:168]
    };
  assign sha =
    {
      i_axis_tdata [183:176],
      i_axis_tdata [191:184],
      i_axis_tdata [199:192],
      i_axis_tdata [207:200],
      i_axis_tdata [215:208],
      i_axis_tdata [223:216]
    };
  assign spa =
    {
      i_axis_tdata [231:224],
      i_axis_tdata [239:232],
      i_axis_tdata [247:240],
      i_axis_tdata [255:248]
    };
  assign tha =
    {
      i_axis_tdata [263:256],
      i_axis_tdata [271:264],
      i_axis_tdata [279:272],
      i_axis_tdata [287:280],
      i_axis_tdata [295:288],
      i_axis_tdata [303:296]
    };
  assign tpa =
    {
      i_axis_tdata [311:304],
      i_axis_tdata [319:312],
      i_axis_tdata [327:320],
      i_axis_tdata [335:328]
    };
  always @(*) begin
    case (state)
      HEADER: begin
        {
          o_axis_tdata [  7:  0],
          o_axis_tdata [ 15:  8],
          o_axis_tdata [ 23: 16],
          o_axis_tdata [ 31: 24],
          o_axis_tdata [ 39: 32],
          o_axis_tdata [ 47: 40]
        }                         = src_mac_addr;          
        case (tpa)                                         
          IP_ADDR_0:
            {
              o_axis_tdata [ 55: 48],
              o_axis_tdata [ 63: 56],
              o_axis_tdata [ 71: 64],
              o_axis_tdata [ 79: 72],
              o_axis_tdata [ 87: 80],
              o_axis_tdata [ 95: 88]
            }                         = MAC_ADDR_0;
          IP_ADDR_1:
            {
              o_axis_tdata [ 55: 48],
              o_axis_tdata [ 63: 56],
              o_axis_tdata [ 71: 64],
              o_axis_tdata [ 79: 72],
              o_axis_tdata [ 87: 80],
              o_axis_tdata [ 95: 88]
            }                         = MAC_ADDR_1;
          IP_ADDR_2:
            {
              o_axis_tdata [ 55: 48],
              o_axis_tdata [ 63: 56],
              o_axis_tdata [ 71: 64],
              o_axis_tdata [ 79: 72],
              o_axis_tdata [ 87: 80],
              o_axis_tdata [ 95: 88]
            }                         = MAC_ADDR_2;
          IP_ADDR_3:
            {
              o_axis_tdata [ 55: 48],
              o_axis_tdata [ 63: 56],
              o_axis_tdata [ 71: 64],
              o_axis_tdata [ 79: 72],
              o_axis_tdata [ 87: 80],
              o_axis_tdata [ 95: 88]
            }                         = MAC_ADDR_3;
          default: o_axis_tdata [ 95: 48] = 48'h0;
        endcase
        {
          o_axis_tdata [103: 96],
          o_axis_tdata [111:104]
        }                         = type;                  
        {
          o_axis_tdata [119:112],
          o_axis_tdata [127:120]
        }                         = htype;                 
        {
          o_axis_tdata [135:128],
          o_axis_tdata [143:136]
        }                         = ptype;                 
        o_axis_tdata [151:144]    = hlen;                  
        o_axis_tdata [159:152]    = plen;                  
        {
          o_axis_tdata [167:160],
          o_axis_tdata [175:168]
        }                         = 16'h2;                 
        case (tpa)                                         
          IP_ADDR_0:
            {
              o_axis_tdata [183:176],
              o_axis_tdata [191:184],
              o_axis_tdata [199:192],
              o_axis_tdata [207:200],
              o_axis_tdata [215:208],
              o_axis_tdata [223:216]
            }                         = MAC_ADDR_0;
          IP_ADDR_1:
            {
              o_axis_tdata [183:176],
              o_axis_tdata [191:184],
              o_axis_tdata [199:192],
              o_axis_tdata [207:200],
              o_axis_tdata [215:208],
              o_axis_tdata [223:216]
            }                         = MAC_ADDR_1;
          IP_ADDR_2:
            {
              o_axis_tdata [183:176],
              o_axis_tdata [191:184],
              o_axis_tdata [199:192],
              o_axis_tdata [207:200],
              o_axis_tdata [215:208],
              o_axis_tdata [223:216]
            }                         = MAC_ADDR_2;
          IP_ADDR_3:
            {
              o_axis_tdata [183:176],
              o_axis_tdata [191:184],
              o_axis_tdata [199:192],
              o_axis_tdata [207:200],
              o_axis_tdata [215:208],
              o_axis_tdata [223:216]
            }                         = MAC_ADDR_3;
          default: o_axis_tdata [223:176] = 48'h0;
        endcase
        {
          o_axis_tdata [231:224],
          o_axis_tdata [239:232],
          o_axis_tdata [247:240],
          o_axis_tdata [255:248]
        }                         = tpa;                   
        {
          o_axis_tdata [263:256],
          o_axis_tdata [271:264],
          o_axis_tdata [279:272],
          o_axis_tdata [287:280],
          o_axis_tdata [295:288],
          o_axis_tdata [303:296]
        }                         = sha;                   
        {
          o_axis_tdata [311:304],
          o_axis_tdata [319:312],
          o_axis_tdata [327:320],
          o_axis_tdata [335:328]
        }                         = spa;                   
        o_axis_tdata [511: 336] = i_axis_tdata [511:336];
        end
      PAYLOAD: o_axis_tdata = i_axis_tdata;
    endcase
  end
endmodule
`timescale 1 ns / 1 ps
module axis_lut_fifo #(
  parameter AXIS_DATA_WIDTH=256,
  parameter AXIS_TUSER_WIDTH=128,
  parameter ADDR_WIDTH = 12
) (
  input  wire       aclk,
  input  wire       resetn,
  input  wire [AXIS_DATA_WIDTH - 1:0]   write_tdata,
  input  wire [AXIS_DATA_WIDTH/8 - 1:0] write_tkeep,
  input  wire [AXIS_TUSER_WIDTH - 1:0]  write_tuser,
  input  wire                           write_tvalid,
  input  wire                           write_tlast,
  output wire                           write_tready,
  output wire [AXIS_DATA_WIDTH - 1:0]   read_tdata,
  output wire [AXIS_DATA_WIDTH/8 - 1:0] read_tkeep,
  output wire [AXIS_TUSER_WIDTH - 1:0]  read_tuser,
  output wire                           read_tvalid,
  output wire                           read_tlast,
  input  wire                           read_tready
);
  localparam WORDS = 1 << ADDR_WIDTH;
  reg  [ADDR_WIDTH:0] write_ptr = 0;
  reg  [ADDR_WIDTH:0] read_ptr = 0;
  reg  [ADDR_WIDTH:0] next_read_ptr = 0;
  wire                empty;
  wire                full;
  wire                we;
  wire                re;
  lutram_w #(
    .ADDR_WIDTH (ADDR_WIDTH),
    .DATA_WIDTH (AXIS_DATA_WIDTH + AXIS_DATA_WIDTH/8 + AXIS_TUSER_WIDTH + 1),
    .WORDS      (WORDS)
  )
  lutram_w_inst (
    .clk    (aclk),
    .we     (we),
    .r_addr (next_read_ptr[ADDR_WIDTH-1:0]),
    .r_data ({read_tdata, read_tkeep, read_tuser, read_tlast}),
    .w_addr (write_ptr[ADDR_WIDTH-1:0]),
    .w_data ({write_tdata, write_tkeep, write_tuser, write_tlast})
  );
  assign full = ((write_ptr[ADDR_WIDTH]  != read_ptr[ADDR_WIDTH])
                && (write_ptr[ADDR_WIDTH-1:0] == read_ptr[ADDR_WIDTH-1:0]));
  assign write_tready = ~full;
  assign we = write_tready & write_tvalid;
  always @(posedge aclk) begin
    if (!resetn)
      write_ptr <= 0;
    else
      if (we) write_ptr <= write_ptr + 1;
  end
  assign empty = (write_ptr == read_ptr);
  assign read_tvalid = ~empty;
  assign re = read_tready & read_tvalid;
  always @(posedge aclk) begin
    if (!resetn)
      read_ptr <= 0;
    else
      read_ptr <= next_read_ptr;
  end
  always @(*) begin
    if (re)
      next_read_ptr = read_ptr + 1;
    else
      next_read_ptr = read_ptr;
  end
endmodule
`timescale 1 ns / 1 ps
module lutram_w #(
  parameter ADDR_WIDTH = 12,
  parameter DATA_WIDTH = 32,
  parameter WORDS = 4096
) (
  input  wire                  clk,
  input  wire                  we,
  input  wire [ADDR_WIDTH-1:0] r_addr,
  output wire [DATA_WIDTH-1:0] r_data,
  input  wire [ADDR_WIDTH-1:0] w_addr,
  input  wire [DATA_WIDTH-1:0] w_data
);
  (* ram_style = "DISTRIBUTED" *) reg [DATA_WIDTH-1:0] ram [WORDS-1:0];
  reg [ADDR_WIDTH-1:0] read_addr;
  integer i;
  initial begin
    for (i=0; i<WORDS; i=i+1) begin
      ram[i] = 0;
    end
  end
  always @(posedge clk) begin
    if (we) ram[w_addr] <= w_data;
  end
  always @(posedge clk) begin
    read_addr <= r_addr;
  end
  assign r_data = ram[read_addr];
endmodule
</file>
<file path="/design/flow/constraint.sdc">
current_design arp_reply

set clk_period 118.9
set clk_io_pct 0.2

create_clock -name clk0 -period $clk_period [get_ports {axis_aclk}]

set non_clock_inputs [all_inputs -no_clocks]
set_input_delay [expr $clk_period * $clk_io_pct] -clock clk0 $non_clock_inputs
set_output_delay [expr $clk_period * $clk_io_pct] -clock clk0 [all_outputs]
</file>
==> Changelog: implementation <==
## Flow update

- Post-CTS Setup Inserts: 0
- IO Count: 1672
- Clock period minus worst slack: 30.91 ns
- Initial DRC Count: 6580
- Drt total wl: 642.3 mm
- Yosys Chip Area: 0.2388 sq mm
- First-pass GRT wire length: 890.0 mm
- Startpoint types: register
- Die extent in y: 894.1 um
- Vias/cell: 4.715
- First-pass DRT Iterations: 5
- Slowest stage delay, CP: 0.80 ns
- Dominant Register Cell: edfxtp_1
- Switch share: 23.66%
- Fin Setup TNS: 0 ns
- Clk ins delay skew pair: 1.19 ns
- Cells after Synth: 9039
- Dpl cells: 21110
- Clock slew at reported path FFs: 0.06 ns
- Area delta synth->final: 21.96%
- RSZ-0062 raised after global routing: no
- Register share after synthesis: 82.35%
- Final GP Congestion: 0.8345
- Clk sinks: 6553
- Worst path most repeated cell: buf_4
- Area of the chip: 0.7994 sq mm
- Die Width: 894.1 um
- Yosys warns: 3
- Setup CP Type: register to output pin
- Final Slew Violations: 0
- CTS root buffer: clkbuf_16
- Worst endpoint required time: 95.12 ns
- Combinational share of power: 12.4%
- Register share of total power: 50.5%
- Flops after synth: 6553
- Status: finished clean
- Hold Violations, Final: 0
- Initial antenna violation count: 393
- Number of remaining DRC errors: 0
- H-tree Lvls: 6
- Clock Power Share: 37.2%
- CTS hold repair buffers: 0
- CORE AREA: 0.7929 sq mm
- Row count: 327
- Overflow after GRT: 0
- Post-CTS sizing: 0
- IO Port Bufs: 1655
- Syn Area/Cell: 26.41 sq um
- Largest net degree at the start of global routing: 87
- Cycle use final: 26.00%
- Total track usage: 17.08%
- Relative slew slack: 37.55%
- Crit-path cells: buf_4 > buf_4 > buf_4 > buf_4 > buf_4 > buf_4 > mux4_2 > clkdlybuf4s50_1
- CP endpoint kind: output pin
- Asr flop ratio synth: 0%
- Starting density of the core: 30.11%
- Worst vdd ir: 0.01572 mV
- Yosys stat cell total: 9039
- Internal Power: 0.004185 W
- Fmax: 32.35 MHz
- Total power per unit cell area: 18.83 mW/mm^2
- Tool warnings: 50
- Clock skew: 0.1557 ns
- Number of vias in the routed layout: 105900
- Critical path's slowest cell: clkdlybuf4s50_1
- Leak pwr: 87.74 nW
- CTS Buf Count: 667
- Vias in the first global route: 113900
- Antenna Violating Nets Remaining: 0
- Yosys cell types: 43
- Longest Clk Path Bufs: 4
- Mapped cell area: 0.2388 sq mm
- Non-Filler Instances: 22450
- Final Setup Violations: 0
- Avg WL per Cell: 28.61 um
- CTS tree: yes
- HP Class: register to register
- Measured slew at the worst slew-check pin: 0.9338 ns
- Share of cells above drive strength 1: 25.70%
- Count of library flops with an enable pin: 6536
- Max_cap viols: 0
- Switching power: 0.001297 W
- DPL Wire Length: 430.7 mm
- Arr. time, crit path: 7.13 ns
- Final Util: 36.72%
- Worst Path Max Fanout: 30
-- power by group through the flow --
| stage | Combinational (W) | Sequential, W | Clock, W |
|---|---|---|---|
| final | 0.000678 | 0.00277 | 0.00204 |
| after global routing | 0.000742 | 0.00277 | 0.00216 |
| after CTS | 0.000702 | 0.00277 | 0.00208 |
-- final timing paths --
check                                  startpoint                                           end  slack, ns  cells past startpoint
setup / recovery                         register                             m_axis_tdata[315]      87.99                      8
hold / removal    axis_lut_fifo_post.write_ptr[2]               axis_lut_fifo_post.write_ptr[2]       0.49                      2
setup reg to reg                         register  axis_lut_fifo_post.lutram_w_inst.ram[1][820]     108.09                     19
hold reg to reg   axis_lut_fifo_post.write_ptr[2]               axis_lut_fifo_post.write_ptr[2]       0.49                      2
-- cells in the mapped netlist (4+ instances only) --
library cell	number	area, sq um
buf_4	20	150.1
xor2_1	5	43.79
and2_1	96	600.6
nand4_1	18	112.6
buf_6	6	67.56
mux4_2	1622	36530
nor4_1	14	87.58
mux4_1	12	315.3
nor4b_1	5	43.79
nand3_1	6	30.03
nor2_1	9	33.78
inv_1	6	22.52
buf_2	21	105.1
nand2_1	42	157.7
clkbuf_1	172	645.6
nand2_2	20	125.1
ha_1	10	125.1
xnor2_1	8	70.07
mux2_2	161	1813
buf_1	196	735.7
dfxtp_1	17	340.3
and3_1	4	25.02
edfxtp_1	6536	196300
-- per-stage QoR --
stage,worst slack (ns),hold WS (ns),total power (W),cell area [sq um]
global route,87.22,0.5284,0.005678,291000
floorplan,75.27,0.4592,0.003335,238800
detailed placement,88.74,0.4889,0.003516,269400
finish,87.99,0.4858,0.005483,291200
CTS,87.47,0.4938,0.005554,290800
global placement,88.72,0.4713,0.003499,269400
-- sequential cells by signal (all words and copies together) (netlist names), named ones only --
name                                  count
axis_lut_fifo_pre.read_ptr                3
state                                     1
axis_lut_fifo_pre.write_ptr               3
axis_lut_fifo_post.lutram_w_inst.ram   3268
axis_lut_fifo_pre.lutram_w_inst.ram    3268
axis_lut_fifo_post.write_ptr              3
axis_lut_fifo_post.read_ptr               3
-- cell type report --
class	instances	area (sq um)
inverter	6	30.03
multi-input combinational	2063	40410
sequential	6553	196600
timing repair buffer	1963	19150
fill	70590	501700
clock buffer	825	17350
antenna	142	355.3
tap	10530	13170
clock inverter	374	4076
-- layout by cell type (no fill, tap or decap), types with 6 or more instances in the layout --
| cell | count |
|---|---|
| edfxtp_1 | 6536 |
| clkdlybuf4s50_1 | 1655 |
| mux4_2 | 1622 |
| clkbuf_16 | 670 |
| buf_4 | 286 |
| mux2_2 | 161 |
| clkbuf_1 | 155 |
| clkinv_1 | 149 |
| diode_2 | 142 |
| clkinv_2 | 97 |
| and2_1 | 93 |
| bufinv_16 | 45 |
| nand2_1 | 42 |
| clkinv_16 | 37 |
| buf_12 | 22 |
| nand2_2 | 20 |
| nand4_1 | 18 |
| clkinvlp_4 | 18 |
| nor4_1 | 14 |
| inv_16 | 13 |
| mux4_1 | 12 |
| dfxtp_1 | 12 |
| ha_1 | 10 |
| nor2_1 | 9 |
| xnor2_1 | 8 |
| nand3_1 | 6 |
-- kinds of logic after synthesis --
kind of cell	share of synthesized area [%]
AOI/OAI and AO/OA	0.03668
xor gates and xnor gates	0.04769
adders and majority gates	0.05241
muxes	16.20
buffers and inverters	0.7400
and+or+nand+nor	0.5786
DFF	82.35
-- metal layers --
layer  vias to the layer above  part of all wire (%)  routed length (um)  GRT usage, %
li1                      44020                     -                   -             -
met1                     54670                    30              191700         18.00
met2                      5344                    50              319200         26.88
met3                      1566                    14               90100         10.82
met4                       262                   6.2               39680         8.203
met5                         -                  0.26                1671       0.07753
-- worst max-delay path, delay by kind of cell (launching register included) --
family   cells  cell delay [ns]
buf+inv      7             4.62
flops        1             0.60
mux          1             0.58
Power and IR drop assume default switching activity.
