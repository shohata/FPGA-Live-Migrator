===== design/flow/run.sh =====
#!/bin/bash
# OpenROAD 26Q1-2900-gdf79404cd8, Yosys 0.63+post, stock flow scripts
make -C /OpenROAD-flow-scripts/flow DESIGN_CONFIG=/design/flow/config.mk WORK_HOME=/design/flow/orfs finish

===== design/flow/config.mk =====
export PLATFORM = sky130hd
export DESIGN_NAME = mac_filter
export DESIGN_NICKNAME = mac_filter
export VERILOG_FILES = /design/flow/design.v
export SDC_FILE = /design/flow/constraint.sdc
export NUM_CORES = 4
export LEC_CHECK = 1
export CORE_AREA = 10 10 709 709
export DIE_AREA = 0 0 719 719

===== design/flow/constraint.sdc =====
current_design mac_filter

set clk_period 39.3
set clk_io_pct 0.2

create_clock -name clk0 -period $clk_period [get_ports {axis_aclk}]

set non_clock_inputs [all_inputs -no_clocks]
set_input_delay [expr $clk_period * $clk_io_pct] -clock clk0 $non_clock_inputs
set_output_delay [expr $clk_period * $clk_io_pct] -clock clk0 [all_outputs]

===== design/flow/design.v =====
`timescale 1 ns / 1 ps
module mac_filter #(
  parameter AXIS_DATA_WIDTH = 512,
  parameter AXIS_TUSER_WIDTH = 256,
  parameter MAC_ADDR_NUM = 4,
  parameter [15:0] TYPE = 16'h0800
)
(
  input  wire                           axis_aclk,
  input  wire                           axis_resetn,
  input  wire [MAC_ADDR_NUM*48 - 1:0]   target_mac_addr,
  input  wire [AXIS_DATA_WIDTH - 1:0]   s_axis_tdata,
  input  wire [AXIS_DATA_WIDTH/8 - 1:0] s_axis_tkeep,
  input  wire [AXIS_TUSER_WIDTH - 1:0]  s_axis_tuser,
  input  wire                           s_axis_tvalid,
  output reg                            s_axis_tready,
  input  wire                           s_axis_tlast,
  output reg  [AXIS_DATA_WIDTH - 1:0]   m_axis_tdata,
  output reg  [AXIS_DATA_WIDTH/8 - 1:0] m_axis_tkeep,
  output reg  [AXIS_TUSER_WIDTH - 1:0]  m_axis_tuser,
  output reg                            m_axis_tvalid,
  input  wire                           m_axis_tready,
  output reg                            m_axis_tlast
);
  localparam [1:0] IDLE=0, SEND=1, NOT_SEND=2;
  reg [1:0] state = IDLE;
  reg [MAC_ADDR_NUM - 1:0] is_target_mac_addr;
  wire flag;
  wire  [47:0] dest_mac_addr;   
  wire  [47:0] src_mac_addr;    
  wire  [15:0] type;            
  assign dest_mac_addr =
    {
      s_axis_tdata [  7:  0],
      s_axis_tdata [ 15:  8],
      s_axis_tdata [ 23: 16],
      s_axis_tdata [ 31: 24],
      s_axis_tdata [ 39: 32],
      s_axis_tdata [ 47: 40]
    };
  assign src_mac_addr =
    {
      s_axis_tdata [ 55: 48],
      s_axis_tdata [ 63: 56],
      s_axis_tdata [ 71: 64],
      s_axis_tdata [ 79: 72],
      s_axis_tdata [ 87: 80],
      s_axis_tdata [ 95: 88]
    };
  assign type =
    {
      s_axis_tdata [103: 96],
      s_axis_tdata [111:104]
    };
  genvar i;
  generate
  for (i = 0; i < MAC_ADDR_NUM; i = i + 1) begin: DestMacAddr
    always @(*) begin
      if (dest_mac_addr == target_mac_addr[i*48+:48])
        is_target_mac_addr[i] = 1'b1;
      else
        is_target_mac_addr[i] = 1'b0;
    end
  end
  endgenerate
  assign flag = (type == TYPE && is_target_mac_addr)? 1'b1 : 1'b0;
  always @(posedge axis_aclk) begin
    if (!axis_resetn)
      state <= IDLE;
    else begin
      case (state)
        IDLE: begin
          if (s_axis_tvalid && s_axis_tready) begin
            if (!s_axis_tlast) begin
              if (flag)
                state <= SEND;
              else
                state <= NOT_SEND;
            end
          end
        end
        SEND: begin
          if (s_axis_tvalid && s_axis_tready && s_axis_tlast)
            state <= IDLE;
        end
        NOT_SEND: begin
          if (s_axis_tvalid && s_axis_tready && s_axis_tlast)
            state <= IDLE;
        end
      endcase
    end
  end
  always @(*) begin
    if ((state == IDLE && flag) || state == SEND) begin
      m_axis_tdata  = s_axis_tdata;
      m_axis_tkeep  = s_axis_tkeep;
      m_axis_tuser  = s_axis_tuser;
      m_axis_tvalid = s_axis_tvalid;
      m_axis_tlast  = s_axis_tlast;
      s_axis_tready = m_axis_tready;
    end else begin
      m_axis_tdata  = {AXIS_DATA_WIDTH{1'b0}};
      m_axis_tkeep  = {AXIS_DATA_WIDTH/8{1'b0}};
      m_axis_tuser  = {AXIS_TUSER_WIDTH{1'b0}};
      m_axis_tvalid = 1'b0;
      m_axis_tlast  = 1'b0;
      s_axis_tready = 1'b1;
    end
  end
endmodule

==> design notes <==
For this run, design rule violations remaining after detail routing come to 0. For this design the ratio of total power to cell area is 6.01 nW/µm². The pin closest to its max-slew limit shows a slew of 1550 ps. The tools report the type of element launching the critical path as a primary input.

The logs give 1 for the deepest level of the CTS H-tree and 230 ps for the insertion delay of the later-clocked pin in the worst-skew pair. Per the CTS log, the buffer count on the longest clock path is 2. The worst path needs 24290 ps of the cycle, external delays included.

After floorplanning, the die was sized to cover 517000 µm². The tools report the count of instances resized after the clock tree is built as 0. By area the synthesized netlist is led by nor2b_1 (59%), xnor2_1 (20%), nor2b_2 (4.0%). For the data arrival time at the worst-slack endpoint, the log shows 16430 ps. The worst setup path is of the primary input to primary output kind. The total overflow left after global routing is 0. For this sky-water flow run, the detailed-routed wirelength per cell is reported as 53.9 µm.

From synthesis to final layout, the design area changed by 318%. The initialized floorplan defines 256 standard-cell rows. The synthesized design contains 2 register bits. The fraction of synthesized cell area taken by the top area cell type works out to 59.5%. Per the slew report, the remaining headroom to the max-slew limit stands at -4.34%. Hold-fix buffer count after cts: 0. A synthesized cell averages 6.66 µm².

Per the detail_route log, met2 wirelength is 250000 µm. Per the cell usage report, the commonest logic cells after layout are clkdlybuf4s50_1 (1863), nor2b_1 (797), xnor2_1 (192). The run gives 3 as the number of buffers inserted during clock tree synthesis. The fraction of layout cells with a size suffix above 1 was 2.42%. The vertical die dimension was 719 µm. For this design the static power due to leakage is 8.87 nW. The region available for standard cell placement spans 487000 µm².

After detailed placement, the design holds a cell count of 9460. The kind of cell with the highest combined delay along the critical path is buffers and inverters. The horizontal die dimension reported for this design is 719 µm. The run gives 0 for the final setup violation count. With the number of synthesis warnings at 1, the amount of wire on met3 after detailed routing is 80500 µm. More flip-flops sit in one register than any other, and that register is state. The detail route stage leaves a number of antenna-violating nets equal to 0.

The sequential fraction of design power is 1.0%, and the highest achievable clock rate is 0.0412 GHz. Clock-pin transition on the worst setup and hold timing paths: 30 ps. CTS placed an instance of clkbuf_16 at the clock tree root. The flow ran to the end, but the final reports show violations.

Per STA, the worst path is made up of clkdlybuf4s50_1 -> xnor2_1 -> nand4_1 -> nor4_1 -> nand3_1 -> a41oi_2 -> a21oi_4 -> buf_4 -> buf_4 -> buf_4 -> buf_4 -> buf_4 -> buf_4 -> nor2b_1 -> clkdlybuf4s50_1. The script reports the combined buffer and inverter count of the critical path as 8. The final route contains 20600 vias. Combinational logic burns 91.6% of the power. TritonCTS built the clock tree. The run gives 567000 µm for the wire length of the first global-routing pass. The number of global-route vias before repair is 19200. According to the Yosys statistics, the synthesized design has a chip area of 8380 µm². Per STA, the library cell used most along the worst path is buf_4. Signal nets in the final route climb as high as met5. In this run, the clock network consumes 7.4% of the power. The worst setup path is captured at a primary output.

The max capacitance violation total was 1; the synthesized netlist cell count was 1259. The run gives 5 as the length of the first detailed-routing pass in iterations. On the final layout, the worst clock skew is 2.96 ps. For reference, the final report shows the max-slew violation count at 2. The final reports fail on max-capacitance violations, max-slew violations. The estimated wirelength of the detail-placed design was 503000 µm; the required time of the critical path was 31440 ps. In this run, distinct cell masters in the synthesized netlist total 25. The detail-routed via count per cell is 2.14. The final non-filler cell total is 9628, and the total routing usage reported by global routing is 19.6%.

The maximum number of pins on one net before global-route repair is 97, and the largest stage delay on the critical path is 960 ps. Type of the tightest min-delay check: register to register. Setup repair after global routing left no endpoint under its margin. Max fanout on the critical path was recorded as 79. The routed design has 519000 µm of wire. The net switching power in the latest report is 0.0000812 W. For this configuration, the core starts out at a cell density of 1.72%. The DRC marker count from the first detailed-route iteration is 1035, and the switching share of total power is 38.5%. The run gives 2 for the total clock sinks. In the finished design, the share of the clock period the worst path needs comes to 61.8%. The count of instantiated cells in the yosys netlist came out at 1259.

In this run the tool buffered the top-level ports with 1863 buffer cells. The final estimated routing congestion in global placement was 1.24; the internal power was 0.000130 W. The total negative slack came out at 0 ps. Among all stages on the critical path, the largest delay is contributed by clkdlybuf4s50_1. The largest registers in the layout are state: 2 flops. The fill cell total of the finished layout is 56900, and the I/O pin count is 1864. The register with the most flip-flops in the layout has 2 of them.

VDD sags by at most 8.21 µV. The cell type that accounts for the most area after synthesis is nor2b_1. Among logic cells in the layout, the one with the most instances is clkdlybuf4s50_1. The logs give 0 for the number of hold-slack violations in the final timing report and 766 for the initial antenna violation count. The logs give 0 for the post-CTS setup-driven buffer insertion count and 0.478% for the post-synthesis sequential area ratio. The warning total across the stage logs is 27. The synthesized area came out at 8380 µm². For this block, wires on met1 add up to 168000 µm.
## per-stage QoR
step           utilization (%)  cell area [µm²]  hold WS, ps  setup WS, ps  total power [W]
2_1_floorplan                -             8380          451         21870        0.0000386
4_1_cts                   7.12            34600          492         15100         0.000211
6_report                  7.20            35000          498         15010         0.000211
3_3_place_gp              7.10            34500          499         15050         0.000195
5_1_grt                   7.17            34900          515         14820         0.000215
3_5_place_dp              7.10            34600          482         15100         0.000194
## tightest hold or removal path, stage by stage (launching register included)
cell	delay, ps
dfxtp_1	310
nand2_1	60
a31oi_1	60
## power groups by stage
stage / Combinational, W / Clock (W) / Sequential (W)
after CTS: 0.000193 / 0.0000156 / 0.00000220
final: 0.000193 / 0.0000155 / 0.00000220
after global routing: 0.000197 / 0.0000157 / 0.00000221
## final cells by class
cell class	count	area [µm²]	area share, %
tap	6450	8070	23.0
inverter	4	15.0	0.0428
sequential	2	40.0	0.114
timing repair buffer	1891	18900	53.8
clock buffer	3	75.1	0.214
multi-input combinational	1113	7580	21.6
antenna	165	413	1.18
## final timing paths
| path | start | cells past startpoint | slack, ps | end |
|---|---|---|---|---|
| min reg2reg | state[1] | 2 | 500 | state[1] |
| max reg2reg | state[0] | 6 | 37510 | state[1] |
| min | state[1] | 2 | 500 | state[1] |
| max | s_axis_tdata[7] | 15 | 15010 | m_axis_tuser[8] |
## cell usage after synthesis (all sizes together)
cell / count
dfxtp: 2
or2: 1
nor3b: 1
clkbuf: 64
inv: 4
nor2b: 835
nand4: 49
nor3: 1
a31oi: 2
or3: 1
xnor2: 192
o221ai: 1
nor4b: 1
a21oi: 1
buf: 76
nor4: 15
a41oi: 1
ha: 2
and3b: 1
nand2: 3
nand3: 6
## routing by layer
| layer | GRT usage [%] | vias to the layer above |
|---|---|---|
| met2 | 33.6 | 2293 |
| met4 | 4.60 | 292 |
| met3 | 13.8 | 1176 |
| met5 | 0 | - |
| met1 | 19.1 | 9336 |
| li1 | - | 7499 |
## logic make-up (layout without fill, tap and decap cells)
logic type,after synthesis,count (layout),synth area share [%]
adders and majority gates,2,2,0.299
AOI/OAI and AO/OA,5,5,0.552
DFF,2,2,0.478
xor gates and xnor gates,192,192,20.1
other,0,165,0
buffers and inverters,144,1898,9.36
and+or+nand+nor,914,914,69.2
Power and IR drop assume default switching activity.
