**design/flow/design.v**
```verilog
`timescale 1 ns / 1 ps
module axis_lut_fifo #(
  parameter AXIS_DATA_WIDTH=256,
  parameter AXIS_TUSER_WIDTH=128,
  parameter ADDR_WIDTH = 12
) (
  input  wire       aclk,
  input  wire       resetn,
  input  wire [AXIS_DATA_WIDTH - 1:0]   write_tdata,
  input  wire [AXIS_DATA_WIDTH/8 - 1:0] write_tkeep,
  input  wire [AXIS_TUSER_WIDTH - 1:0]  write_tuser,
  input  wire                           write_tvalid,
  input  wire                           write_tlast,
  output wire                           write_tready,
  output wire [AXIS_DATA_WIDTH - 1:0]   read_tdata,
  output wire [AXIS_DATA_WIDTH/8 - 1:0] read_tkeep,
  output wire [AXIS_TUSER_WIDTH - 1:0]  read_tuser,
  output wire                           read_tvalid,
  output wire                           read_tlast,
  input  wire                           read_tready
);
  localparam WORDS = 1 << ADDR_WIDTH;
  reg  [ADDR_WIDTH:0] write_ptr = 0;
  reg  [ADDR_WIDTH:0] read_ptr = 0;
  reg  [ADDR_WIDTH:0] next_read_ptr = 0;
  wire                empty;
  wire                full;
  wire                we;
  wire                re;
  lutram_w #(
    .ADDR_WIDTH (ADDR_WIDTH),
    .DATA_WIDTH (AXIS_DATA_WIDTH + AXIS_DATA_WIDTH/8 + AXIS_TUSER_WIDTH + 1),
    .WORDS      (WORDS)
  )
  lutram_w_inst (
    .clk    (aclk),
    .we     (we),
    .r_addr (next_read_ptr[ADDR_WIDTH-1:0]),
    .r_data ({read_tdata, read_tkeep, read_tuser, read_tlast}),
    .w_addr (write_ptr[ADDR_WIDTH-1:0]),
    .w_data ({write_tdata, write_tkeep, write_tuser, write_tlast})
  );
  assign full = ((write_ptr[ADDR_WIDTH]  != read_ptr[ADDR_WIDTH])
                && (write_ptr[ADDR_WIDTH-1:0] == read_ptr[ADDR_WIDTH-1:0]));
  assign write_tready = ~full;
  assign we = write_tready & write_tvalid;
  always @(posedge aclk) begin
    if (!resetn)
      write_ptr <= 0;
    else
      if (we) write_ptr <= write_ptr + 1;
  end
  assign empty = (write_ptr == read_ptr);
  assign read_tvalid = ~empty;
  assign re = read_tready & read_tvalid;
  always @(posedge aclk) begin
    if (!resetn)
      read_ptr <= 0;
    else
      read_ptr <= next_read_ptr;
  end
  always @(*) begin
    if (re)
      next_read_ptr = read_ptr + 1;
    else
      next_read_ptr = read_ptr;
  end
endmodule
`timescale 1 ns / 1 ps
module lutram_w #(
  parameter ADDR_WIDTH = 12,
  parameter DATA_WIDTH = 32,
  parameter WORDS = 4096
) (
  input  wire                  clk,
  input  wire                  we,
  input  wire [ADDR_WIDTH-1:0] r_addr,
  output wire [DATA_WIDTH-1:0] r_data,
  input  wire [ADDR_WIDTH-1:0] w_addr,
  input  wire [DATA_WIDTH-1:0] w_data
);
  (* ram_style = "DISTRIBUTED" *) reg [DATA_WIDTH-1:0] ram [WORDS-1:0];
  reg [ADDR_WIDTH-1:0] read_addr;
  integer i;
  initial begin
    for (i=0; i<WORDS; i=i+1) begin
      ram[i] = 0;
    end
  end
  always @(posedge clk) begin
    if (we) ram[w_addr] <= w_data;
  end
  always @(posedge clk) begin
    read_addr <= r_addr;
  end
  assign r_data = ram[read_addr];
endmodule
`timescale 1 ns / 1 ps
module reconfigurable_partition #(
  parameter AXIS_DATA_WIDTH = 512,
  parameter AXIS_TUSER_WIDTH = 256
)
(
  input  wire                           axis_aclk,
  input  wire                           axis_resetn,
  input  wire [15:0]                    DEST_PORT_NUM,
  input  wire                           sc_save,
  input  wire                           sc_load,
  input  wire [31:0]                    s_axis_sc_tdata,
  input  wire [7:0]                     s_axis_sc_tkeep,
  input  wire                           s_axis_sc_tvalid,
  output wire                           s_axis_sc_tready,
  input  wire                           s_axis_sc_tlast,
  output reg  [31:0]                    m_axis_sc_tdata,
  output wire [7:0]                     m_axis_sc_tkeep,
  output wire                           m_axis_sc_tvalid,
  input  wire                           m_axis_sc_tready,
  output wire                           m_axis_sc_tlast,
  input  wire [AXIS_DATA_WIDTH - 1:0]   s_axis_tdata,
  input  wire [AXIS_DATA_WIDTH/8 - 1:0] s_axis_tkeep,
  input  wire [AXIS_TUSER_WIDTH - 1:0]  s_axis_tuser,
  input  wire                           s_axis_tvalid,
  output wire                           s_axis_tready,
  input  wire                           s_axis_tlast,
  output wire [AXIS_DATA_WIDTH - 1:0]   m_axis_tdata,
  output wire [AXIS_DATA_WIDTH/8 - 1:0] m_axis_tkeep,
  output wire [AXIS_TUSER_WIDTH - 1:0]  m_axis_tuser,
  output wire                           m_axis_tvalid,
  input  wire                           m_axis_tready,
  output wire                           m_axis_tlast
);
  localparam ADDR_WIDTH = 2;
  wire [AXIS_DATA_WIDTH - 1:0]   in_axis_tdata;
  wire [AXIS_DATA_WIDTH/8 - 1:0] in_axis_tkeep;
  wire [AXIS_TUSER_WIDTH - 1:0]  in_axis_tuser;
  wire                           in_axis_tvalid;
  wire                           in_axis_tlast;
  wire                           in_axis_tready;
  reg  [AXIS_DATA_WIDTH - 1:0]   out_axis_tdata;
  reg  [AXIS_DATA_WIDTH/8 - 1:0] out_axis_tkeep;
  reg  [AXIS_TUSER_WIDTH - 1:0]  out_axis_tuser;
  reg                            out_axis_tvalid;
  reg                            out_axis_tlast;
  always @(*) begin
    out_axis_tdata  = in_axis_tdata;
    out_axis_tkeep  = in_axis_tkeep;
    out_axis_tuser  = in_axis_tuser;
    out_axis_tvalid = in_axis_tvalid;
    out_axis_tlast  = in_axis_tlast;
  end
  axis_lut_fifo #(
    .AXIS_DATA_WIDTH  (AXIS_DATA_WIDTH),
    .AXIS_TUSER_WIDTH (AXIS_TUSER_WIDTH),
    .ADDR_WIDTH       (ADDR_WIDTH)
  )
  axis_lut_fifo_pre (
    .aclk   (axis_aclk),
    .resetn (axis_resetn),
    .write_tdata  (s_axis_tdata ),
    .write_tkeep  (s_axis_tkeep ),
    .write_tuser  (s_axis_tuser ),
    .write_tvalid (s_axis_tvalid),
    .write_tlast  (s_axis_tlast ),
    .write_tready (s_axis_tready),
    .read_tdata   (in_axis_tdata ),
    .read_tkeep   (in_axis_tkeep ),
    .read_tuser   (in_axis_tuser ),
    .read_tvalid  (in_axis_tvalid),
    .read_tlast   (in_axis_tlast ),
    .read_tready  (in_axis_tready)
  );
  axis_lut_fifo #(
    .AXIS_DATA_WIDTH  (AXIS_DATA_WIDTH),
    .AXIS_TUSER_WIDTH (AXIS_TUSER_WIDTH),
    .ADDR_WIDTH       (ADDR_WIDTH)
  )
  axis_lut_fifo_post (
    .aclk   (axis_aclk),
    .resetn (axis_resetn),
    .write_tdata  (out_axis_tdata ),
    .write_tkeep  (out_axis_tkeep ),
    .write_tuser  (out_axis_tuser ),
    .write_tvalid (out_axis_tvalid),
    .write_tlast  (out_axis_tlast ),
    .write_tready (in_axis_tready ),
    .read_tdata   (m_axis_tdata ),
    .read_tkeep   (m_axis_tkeep ),
    .read_tuser   (m_axis_tuser ),
    .read_tvalid  (m_axis_tvalid),
    .read_tlast   (m_axis_tlast ),
    .read_tready  (m_axis_tready)
  );
endmodule
```
**design/flow/config.mk**
```make
export PLATFORM = sky130hd
export DESIGN_NAME = reconfigurable_partition
export DESIGN_NICKNAME = reconfigurable_partition
export VERILOG_FILES = /design/flow/design.v
export SDC_FILE = /design/flow/constraint.sdc
export NUM_CORES = 4
export LEC_CHECK = 1
export CORE_UTILIZATION = 40
export SYNTH_MEMORY_MAX_BITS = 65536
```
**design/flow/run.sh**
```bash
#!/bin/bash
# OpenROAD 26Q1-2900-gdf79404cd8, Yosys 0.63+post, stock flow scripts
make -C /OpenROAD-flow-scripts/flow DESIGN_CONFIG=/design/flow/config.mk WORK_HOME=/design/flow/orfs finish
```
**design/flow/constraint.sdc**
```tcl
current_design reconfigurable_partition

set clk_period 157.2
set clk_io_pct 0.2

create_clock -name clk0 -period $clk_period [get_ports {axis_aclk}]

set non_clock_inputs [all_inputs -no_clocks]
set_input_delay [expr $clk_period * $clk_io_pct] -clock clk0 $non_clock_inputs
set_output_delay [expr $clk_period * $clk_io_pct] -clock clk0 [all_outputs]
```
==> flow.log <==
[report] implementation figures
[metrics] maximum fanout along the worst path: 38
[metrics] total wirelength of the detailed-routed design: approximately 600 mm
[metrics] die span in y: 779 um
[metrics] Total Die Area: 606000 um2
[metrics] area share of and-or/or-and cells after synthesis: 0.0405%
[metrics] count of TritonRoute iterations in the first routing pass: 7
[metrics] clock-pin slew on the worst setup and hold paths: 0.06 ns
[metrics] prevailing post-synth register cell: sky130_fd_sc_hd__edfxtp_1
[metrics] post-synthesis cell type count: 39
[metrics] adder share: 0.0519%
[metrics] Clock Skew: between 0.07 and 0.08 ns
[metrics] PortBufs: approximately 1.7k
[metrics] worst vdd ir: 0.0144 mV
[metrics] most common logic cell in the routed design: sky130_fd_sc_hd__edfxtp_1
[metrics] and+or+nand+nor area frac: less than 1%
[metrics] residual DRC count: 0
[metrics] proportion of synthesized chip area in sequential cells: 83.1%
[metrics] per-instance average area after synthesis: 27.3 um2
[metrics] Placed Instance Area: approximately 270000 um2
[metrics] Yosys Warn Count: 46
[metrics] Min Clock Period, post-route: 38.01 ns
[metrics] yosys stat chip area: 241000 um2
[metrics] GRT Residual Overflow: 0
[metrics] number of flops mapped to enable cells by yosys: 6664
[metrics] initial antenna violation count: between 400 and 500
[metrics] post-synthesis instance area: 241000 um2
[metrics] status: finished, final reports clean
[metrics] ys flops: ~6.7k
[metrics] Worst path slowest cell: sky130_fd_sc_hd__buf_4
[metrics] non-filler instance count after layout: 19.8k
[metrics] cell total after placement: about 18k
[metrics] worst slack on hold paths: 0.543 ns
[metrics] number of H-tree levels: 6
[metrics] Synth area leader: sky130_fd_sc_hd__edfxtp_1
[metrics] WP data required: 125.76 ns
[metrics] IO Count: around 1.8k
[metrics] xor/xnor share: 0.0529%
[metrics] wire length of the first global-routing pass: 846 mm
[metrics] Pre-Place Util: 40.2%
[metrics] number of gates given a new drive strength after cts: 0
[metrics] standard cell core area: 599000 um2
[metrics] cell count in the Yosys report: 8838
[metrics] kind of end point of the critical path: output pin
[metrics] ratio of final minimum period to clock period: between 20% and 30%
[metrics] Logic pwr share: 28.1%
[metrics] CTS Root Cell: sky130_fd_sc_hd__clkbuf_16
[metrics] DPL Wire Length: 389 mm
[metrics] total routing resource utilization after global routing: 21.9%
[metrics] Tot Pwr: 5.66 mW
[metrics] Final Max-Slew Violation Tally: 0
[metrics] Num CTS Buffers: 676
[metrics] portion of synthesized cell area occupied by the leading cell type: 83.0%
[metrics] Net Sw Power: 1.60 mW
[metrics] instance tally after logic synthesis: 8838
[metrics] number of nets with antenna violations after routing: 0
[metrics] ratio of total power to cell area: 19.5 nW/um2
[metrics] Synth area leaders: sky130_fd_sc_hd__edfxtp_1, sky130_fd_sc_hd__mux4_2, sky130_fd_sc_hd__buf_6
[metrics] cell breakdown of the critical path: buf_4 -> buf_4 -> buf_4 -> buf_4 -> buf_4 -> buf_4 -> mux4_2 -> clkdlybuf4s50_1
[metrics] number of fillers in the final layout: 46.4k
[metrics] drt via density: 5.29
[metrics] number of global-route vias before repair: 116k
[metrics] number of OpenROAD warnings: 95
[metrics] final instance area: between 200000 and 300000 um2
[metrics] main kind of combinational logic by area: multiplexers
[metrics] most frequent cells in the layout: sky130_fd_sc_hd__edfxtp_1, sky130_fd_sc_hd__clkdlybuf4s50_1, sky130_fd_sc_hd__mux4_2
[metrics] unrepaired setup endpoints after global routing: no
[metrics] hold buffer count at cts: 0
[metrics] max capacitance violation total: 0
[metrics] Worst-Margin Slew: 0.817 ns
[metrics] number of setup violations in the final report: 0
[metrics] biggest cell delay along the critical path: 0.69 ns
[metrics] type of the worst setup path: reg2out
[metrics] total count of hold-check failures in the final report: 0
[metrics] total leakage power: 90.1 nW
[metrics] clock insertion delay at the later pin of the skew report: 1.11 ns
[metrics] area growth from synthesis to layout: 20.4%
[metrics] die x size: 779 um
[metrics] Detailed Route Iter0 Violations: 5451
[metrics] internal power component: between 4 and 5 mW
[metrics] cell type with the highest occurrence count on the critical path: sky130_fd_sc_hd__buf_4
[metrics] Startpoint Class: flip-flop
[metrics] TritonCTS clock tree: built
[metrics] register share of total power: 44.1%
[metrics] WL/cell: 30.4 um
[metrics] multiplexer area fraction after synthesis: 15.6%
[metrics] count of standard-cell rows: 284
[metrics] number of stages on the worst hold path: 1
[metrics] number of setup buffers added after CTS: 0
[metrics] DR vias: 105k
[metrics] remaining max-slew budget at the tightest pin: 45.6%
[metrics] total negative slack: 0 ns
[metrics] Fmax achieved: 26.3 MHz
[metrics] Sw Share: 28.2%
[metrics] kind of path behind the tightest hold check: reg2reg
[metrics] number of cell instances on the worst register-to-register path: 11
[metrics] proportion of synthesized flip-flops having asynchronous set or reset: 0%
[metrics] crit path DAT: approximately 6.6 ns
[metrics] Core Util, Final: 48.5%
[metrics] clock group share of total power: 27.9%
[metrics] maximum number of pins on one net before global-route repair: 95
[metrics] CTS sink cnt: 6680
[metrics] final setup slack of the worst path: 119.19 ns
[metrics] number of buffers on the longest clock path: 4
[metrics] Final Wtd Congestion: between 0.8 and 0.9
[metrics] worst setup timing slack at the placement stage: 118.77 ns
[metrics] share of post-route cells with drive strength above 1: ~25%
state kept, by name, summed over array words and instances, names as in the netlist, named ones only:
name	count
axis_lut_fifo_pre.lutram_w_inst.ram	3332
axis_lut_fifo_pre.read_ptr	3
axis_lut_fifo_post.write_ptr	3
axis_lut_fifo_post.lutram_w_inst.ram	3332
axis_lut_fifo_pre.write_ptr	3
axis_lut_fifo_post.read_ptr	3
synth_stat cells (2+ instances only):
cell and number:
sky130_fd_sc_hd__and2_1 8, sky130_fd_sc_hd__and2_2 3, sky130_fd_sc_hd__buf_1 72, sky130_fd_sc_hd__buf_2 171, sky130_fd_sc_hd__buf_4 62, sky130_fd_sc_hd__buf_6 84, sky130_fd_sc_hd__clkbuf_1 27, sky130_fd_sc_hd__dfxtp_1 16
sky130_fd_sc_hd__edfxtp_1 6664, sky130_fd_sc_hd__ha_1 10, sky130_fd_sc_hd__inv_1 7, sky130_fd_sc_hd__mux2_4 2, sky130_fd_sc_hd__mux2i_1 3, sky130_fd_sc_hd__mux4_2 1666, sky130_fd_sc_hd__nand2_1 7, sky130_fd_sc_hd__nor4_1 2
sky130_fd_sc_hd__o21a_1 2, sky130_fd_sc_hd__o21ai_0 2, sky130_fd_sc_hd__o31a_1 2, sky130_fd_sc_hd__xnor2_1 5, sky130_fd_sc_hd__xor2_1 4, sky130_fd_sc_hd__xor2_2 2
critical path: cells and delay by family, from the launching register on:
family / cells / cell delay [ns]
buffers and inverters: 7 / 4.28
multiplexers: 1 / 0.40
flip-flops: 1 / 0.60
path summary, 6_finish.rpt:
check | start | end | slack (ns)
min reg2reg | axis_lut_fifo_post.read_ptr[0] | flip-flop | 0.54
max | flip-flop | m_axis_tdata[394] | 119.19
min | axis_lut_fifo_post.read_ptr[0] | flip-flop | 0.54
max reg2reg | axis_lut_fifo_pre.write_ptr[1] | axis_lut_fifo_pre.lutram_w_inst.ram[2][773] | 150.48
cell families (layout without fill, tap and decap cells):
| family | Yosys count | count (layout) |
|---|---|---|
| buffers and inverters | 423 | 3184 |
| AOI/OAI and AO/OA | 11 | 11 |
| and+or+nand+nor | 30 | 30 |
| other | 1 | 186 |
| adders and majority gates | 10 | 10 |
| muxes | 1671 | 1671 |
| xor gates and xnor gates | 12 | 12 |
| DFF | 6680 | 6680 |
per-layer routing:
| metal | up-vias | GRT usage (%) | wire length [um] |
|---|---|---|---|
| met5 | - | 0.768 | 2650 |
| met4 | 354 | 7.94 | 27000 |
| met1 | 53200 | 23.1 | 169000 |
| li1 | 43400 | - | - |
| met2 | 6390 | 33.0 | 295000 |
| met3 | 1490 | 17.4 | 107000 |
power groups by stage:
stage	logic [mW]	clock network (mW)	registers, mW
global route	1.70	1.68	2.52
CTS	1.63	1.61	2.50
finish	1.59	1.58	2.50
layout make-up:
type | count | area (um2) | area share [%]
sequential | 6680 | 200000 | 69.0
multi-input combinational | 1777 | 38300 | 13.2
timing repair buffer | 1948 | 19100 | 6.57
clock buffer | 807 | 17500 | 6.01
tap | 8008 | 10000 | 3.45
clock inverter | 422 | 4780 | 1.65
antenna | 143 | 358 | 0.123
inverter | 7 | 33.8 | 0.0116
Power is estimated from default activity; no workload was simulated.
